==> ./design.v <==
module register_file(
  input wire clk, reset,
  input wire [7:0] in_data,
  input wire [7:0] address,
  input wire wr, rd,
  output wire [7:0] out_data
);
  reg [7:0] file [255:0];
  reg [7:0] addr_reg, addr_next;
  reg [7:0] write_reg, write_next;
  always @(posedge clk, posedge reset)
    if (reset)
      begin
        addr_reg <= 0;
        write_reg <= 0;
      end
    else
      begin
        addr_reg <= addr_next;
        write_reg <= write_next;
      end
  always @*
  begin
    file[addr_reg] = write_reg;
    if (wr)
      begin
        write_next = in_data;
        addr_next = address;
      end
  end
  assign out_data = file[address];
endmodule
==> ./run.sh <==
#!/bin/bash
# OpenROAD 26Q1-2900-gdf79404cd8, Yosys 0.63+post, stock flow scripts
make -C /OpenROAD-flow-scripts/flow DESIGN_CONFIG=/design/flow/config.mk WORK_HOME=/design/flow/orfs finish
==> ./config.mk <==
export PLATFORM = sky130hd
export DESIGN_NAME = register_file
export DESIGN_NICKNAME = register_file
export VERILOG_FILES = /design/flow/design.v
export SDC_FILE = /design/flow/constraint.sdc
export NUM_CORES = 4
export LEC_CHECK = 1
export CORE_UTILIZATION = 30
==> ./constraint.sdc <==
current_design register_file

set clk_period 4.5
set clk_io_pct 0.2

create_clock -name clk0 -period $clk_period [get_ports {clk}]

set non_clock_inputs [all_inputs -no_clocks]
set_input_delay [expr $clk_period * $clk_io_pct] -clock clk0 $non_clock_inputs
set_output_delay [expr $clk_period * $clk_io_pct] -clock clk0 [all_outputs]
==> Slide: Implementation Results <==
Flow Results at a Glance

Place
  – DP HPWL: 351 mm
  – Post-DP Area: 63700 sq um
  – Gpl congestion: 1.23
  – Port bufs: 26
  – Pre-CTS setup slack: -2.10 ns

Worst setup path
  – Delay-heaviest family, CP: simple AND/OR/NAND/NOR gates
  – Worst Path Class, Setup: in -> out
  – Crit. Startpoint: address[1]
  – CP bufs+invs: 9
  – Critical Path RT: 3.60 ns
  – Worst setup SP type: primary input
  – Slowest CP cell: nor4_1
  – Setup crit end kind: output pin
  – CP Max Fanout: 14
  – Crit-path max cell delay: 1.00 ns
  – Critical path data arrival time: 4.50 ns
  – CP Cell Sequence: buf_16, buf_16, nor4bb_4, buf_4, buf_12, buf_12, buf_6, buf_6, a22oi_1, a21oi_1, buf_4, nor4_1, and4_4, a41oi_4, buf_2

Pwr
  – Lkg Pwr: 0.0299 uW
  – Total power draw: 4050 uW
  – Maximum VDD drop: 0.161 mV
  – Power Dens Cells: 58.9 nW/um^2

Clock network
  – CTS tree: done
  – Clock Path Buffers: 2
  – Hold buffer count at CTS: 0
  – Clock-pin slew on the worst setup and hold paths: 0.05 ns
  – H-tree depth: 1
  – TritonCTS buffer count: 3
  – Clock Tree Root: clkbuf_16

Logic synthesis
  – Synth area leader: dlxtn_1
  – Flops after synth: 2080
  – Dominant cell area share: 60.9%
  – Yosys stat area: 50400 sq um
  – Post-synth ARST share: 0.769%
  – Ys Warns: 2
  – Post-synth EDFFs: 0
  – Mapped Area: 50400 sq um
  – Gate Count Post-Synth: 5293
  – Top_reg_cell synth: dlxtn_1
  – # Cells Yosys: 5293
  – Syn avg cell area: 9.52 sq um
  – Synth cell count leaders: dlxtn_1 (2048), nand3_1 (655), a22oi_1 (422), nand2_1 (324), buf_2 (202)
  – Cell area leaders: dlxtn_1 (61%), nand3_1 (6.5%), a22oi_1 (6.3%)
  – Count leader, synth: dlxtn_1
  – Yosys cell types: 78

Final timing
  – Post-layout period usage: 120%
  – Slew HR: 8.84%
  – Final setup fails: 8
  – Register pins left without a clock: 2064
  – Fin worst setup slack: -0.897 ns
  – Period minus WS final: 5.40 ns
  – Count of endpoints without a timing constraint: 2080
  – Final slew viol count: 0
  – RSZ-0062 raised after global routing: true
  – Achievable Freq: 185 MHz
  – Actual slew at the worst max-slew pin: 1.36 ns
  – Final Hold Violating Endpoints: 0

Drt
  – Post-DRT Antenna Nets: 1
  – Vias/cell: 7.13
  – Total Wirelength: 496 mm
  – DRT iter0 DRCs: 9745
  – Routed via count: 63900
  – DRC Markers: 0
  – Drt pass-1 iters: 12
  – Routed wire length per instance: 55.3 um

Global routing
  – Gr usage total: 59.4%
  – First-pass GRT wire length: 618 mm
  – GRT overflow: 0
  – Largest net degree at the start of global routing: 120
  – Vias in the first global route: 56100
  – Initial antenna violation count: 171

Final layout
  – Fin area: 68800 sq um
  – Multi-input logic area: 18900 sq um
  – Share of post-route cells with drive strength above 1: 28.2%
  – FILL cells: 15900
  – Area Overhead vs Synth: 36.6%
  – Fin util: 41.2%
  – Max FFs per register: 2048
  – Flop area: 31400 sq um

Job
  – Tool warnings: 37
  – Max Cap Viol: 0

Min path
  – Worst min path class: in -> async

Floorplanning
  – Die area: 170000 sq um
  – Chip width: 412 um
  – Std-Cell Rows: 150
  – Core ar.: 167000 sq um
  – Die height: 412 um
  – Pre-Place Util: 30.2%
  – Ports: 28

Outcome
  – Status: finished with violations
  – Failing checks: antenna rules, setup timing
how the worst max path moves through the flow:
stage	endpoint	slack (ns)	cells past startpoint
4_1_cts	out_data[5]	-0.66	14
5_1_grt	out_data[5]	-0.66	15
6_report	out_data[5]	-0.90	15
area by class of cell:
cell class                 count  area share [%]
sequential                  2080            45.7
multi-input combinational   2760            27.5
timing repair buffer        1499            21.2
tap                         2204            4.01
antenna                      402            1.46
clock buffer                   4           0.129
inverter                       8          0.0436
where the power goes:
| group | leakage, uW | switching, uW | internal [uW] |
|---|---|---|---|
| clock | 0.0000476 | 54.5 | 135 |
| combinational | 0.0128 | 1930 | 884 |
| sequential | 0.0170 | 178 | 871 |
stage by stage:
step / hold slack, ns / std cells / TNS [ns]
after floorplan: 0.814 / 5293 / 0
after global placement: 1.29 / 8388 / -12.69
after detailed placement: 1.31 / 8388 / -12.57
after CTS: 1.05 / 8522 / -3.25
after global routing: 1.11 / 8789 / -4.31
final: 1.04 / 8957 / -5.29
layer usage:
layer  global-route usage (%)  wire length (um)  vias to the layer above
met5                     28.1              4810                        -
met4                     54.4             60300                      115
met3                     50.4             97300                     2913
met2                     70.3            177000                     8092
met1                     60.5            156000                    30600
li1                         -                 -                    22100
timing repair:
| item | CTS | global route |
|---|---|---|
| endpoints found under the setup margin | 8 | 8 |
| buffers inserted | 128 | 39 |
| pin swaps | 118 | 58 |
| cloned | 12 | 1 |
| resized | 444 | 59 |
kinds of logic (layout without fill, tap and decap cells):
group           Yosys count  after routing  synth area share [%]
compound gates         1116           1116                  16.4
xor+xnor                  4              4                0.0696
buf+inv                 455           1511                  4.19
flops                    16             16                 0.795
latches                2064           2064                  61.4
other cells               0            402                     0
simple gates           1638           1640                  17.1
cells in the final DEF (no fill, tap or decap), types with 99 or more instances in the layout:
cell type,n
buf_12,203
diode_2,402
nor2_1,134
nand2_1,316
a22oi_1,393
a21oi_1,99
o22ai_1,159
dlxtn_1,2048
nand3_1,641
nand4_1,177
buf_4,1163
Power is estimated from default activity; no workload was simulated.
