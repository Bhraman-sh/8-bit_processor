`flow/run.sh`:
```
#!/bin/bash
# OpenROAD 26Q1-2900-gdf79404cd8, Yosys 0.63+post, stock flow scripts
make -C /OpenROAD-flow-scripts/flow DESIGN_CONFIG=/design/flow/config.mk WORK_HOME=/design/flow/orfs finish
```
`flow/config.mk`:
```
export PLATFORM = sky130hd
export DESIGN_NAME = register_bank
export DESIGN_NICKNAME = register_bank
export VERILOG_FILES = /design/flow/design.v
export SDC_FILE = /design/flow/constraint.sdc
export NUM_CORES = 4
export LEC_CHECK = 1
export CORE_UTILIZATION = 50
```
`flow/constraint.sdc`:
```
current_design register_bank

set clk_period 2.2
set clk_io_pct 0.2

create_clock -name clk0 -period $clk_period [get_ports {clk}]

set non_clock_inputs [all_inputs -no_clocks]
set_input_delay [expr $clk_period * $clk_io_pct] -clock clk0 $non_clock_inputs
set_output_delay [expr $clk_period * $clk_io_pct] -clock clk0 [all_outputs]
```
`flow/design.v`:
```
module register_8bit(
  input wire clk, reset,
  input wire load,
  input wire [7:0] reg_in,
  output wire [7:0] reg_out
);
  reg [7:0] reg_reg;
  wire [7:0] reg_next;
  always @(posedge clk, posedge reset)
    if (reset)
      reg_reg <= 8'h11;
    else
      reg_reg <= reg_next;
  assign reg_next = load ? reg_in : reg_reg;
  assign reg_out = reg_reg;
endmodule
module register_bank(
 input wire clk, reset,
 input wire acc_sel,
 input wire [1:0] alu_b_sel, bank_out_sel,
 input wire [3:0] destination_sel,
 input wire [2:0] source_sel, 
 input wire [7:0] bank_data_in,    
 input wire [7:0] acc_data_in,     
 output reg [7:0] bank_data_out,  
 output wire [7:0] alu_acc_out,         
 output reg [7:0] alu_B_out
);
  wire [7:0] a_out, b_out, c_out, d_out;
  wire [7:0] a_in, b_in, c_in, d_in;
  wire [7:0] source_a_in, source_b_in, source_c_in, source_d_in;
  wire [7:0] dest_a_out, dest_b_out, dest_c_out, dest_d_out;
  reg [7:0] source_out;
  wire load_a, load_b, load_c, load_d;
  special_reg register_a(
    .clk(clk), .reset(reset),
    .load(load_a),
    .reg_in(a_in),
    .reg_out(a_out)
  );
  register_8bit register_b(
    .clk(clk), .reset(reset),
    .load(load_b),
    .reg_in(b_in),
    .reg_out(b_out)
  );
  register_8bit register_c(
    .clk(clk), .reset(reset),
    .load(load_c),
    .reg_in(c_in),
    .reg_out(c_out)
  );
  register_8bit register_d(
    .clk(clk), .reset(reset),
    .load(load_d),
    .reg_in(d_in),
    .reg_out(d_out)
  );
  assign source_a_in = a_out;
  assign source_b_in = b_out;
  assign source_c_in = c_out;
  assign source_d_in = d_out;
  assign load_a = destination_sel[0];
  assign load_b = destination_sel[1];
  assign load_c = destination_sel[2];
  assign load_d = destination_sel[3];
  always @*
  begin
    case (source_sel)
      3'b000:
        source_out = source_a_in;
      3'b001:
        source_out = source_b_in;
      3'b010:
        source_out = source_c_in;
      3'b011:
        source_out = source_d_in;
      3'b100:
        source_out = bank_data_in;
      default:
        source_out = bank_data_in;
    endcase
  end
  assign a_in = acc_sel ? source_out : acc_data_in;
  assign b_in = source_out;
  assign c_in = source_out;
  assign d_in = source_out;
  always @*
  begin
    case (alu_b_sel)
      2'b01:
        alu_B_out = b_out;
      2'b10:
        alu_B_out = c_out;
      2'b11:
        alu_B_out = d_out;
      default:
        alu_B_out = 8'b0;
    endcase
    case (bank_out_sel)
      2'b00:
        bank_data_out = a_out;
      2'b00:
        bank_data_out = b_out;
      2'b00:
        bank_data_out = c_out;
      2'b00:
        bank_data_out = d_out;
    endcase
  end
  assign alu_acc_out = a_out;
endmodule
module special_reg(
  input wire clk, reset,
  input wire load,
  input wire [7:0] reg_in,
  output wire [7:0] reg_out
);
  reg [7:0] reg_reg;
  wire [7:0] reg_next;
  always @(posedge clk, posedge reset)
    if (reset)
      reg_reg <= 8'h55;
    else
      reg_reg <= reg_next;
  assign reg_next = load ? reg_in : reg_reg;
  assign reg_out = reg_reg;
endmodule
```
==> impl_metrics.env <==
# flow metrics
export IMPL_status="finished, final reports clean"
export IMPL_port_buffers=53
export IMPL_final_cell_area_sq_um=2680
export IMPL_antenna_found_initial=0
export IMPL_cts_path_max_buffers=2
export IMPL_synthTopCellsByArea="dfrtp_1 28%, dfstp_2 14%, mux2_2 10%"
export IMPL_timing_fmax_ghz=0.482
export IMPL_rsz0062_at_grt="no"
export IMPL_place_congestion=0.943
export IMPL_root_buffer="clkbuf_8"
export IMPL_cts_htree_levels=2
export IMPL_critPathMaxFanout=2
export IMPL_cts_buffers=5
export IMPL_yosysWarnings=3
export IMPL_routed_wl_mm=5.21
export IMPL_groute_usage_overall_pct=28.5
export IMPL_unclocked_pins=8
export IMPL_mux_area_share_pct=11.9
export IMPL_placed_area_sq_um=2580
export IMPL_synth_top_cell_area_share_pct=28.5
export IMPL_path_class="flop to output pin"
export IMPL_relSlewSlack_pct=61.6
export IMPL_warnings=26
export IMPL_peakVddDrop_mv=0.363
export IMPL_holdPathEnd="register_c.reg_reg[4]$_DFFE_PP1P_"
export IMPL_path_clk_slew_ns=0.06
export IMPL_ys_sh_xor_pct=0
export IMPL_worst_pin_slew_ns=0.573
export IMPL_grt_max_degree=33
export IMPL_die_height_um=64.2
export IMPL_viasPerCell=5.82
export IMPL_hold_ws_ns=0.496
export IMPL_ys_ff=40
export IMPL_edf_count=0
export IMPL_cp_arrival_ns=1.64
export IMPL_ys_sh_adder_pct=0
export IMPL_ioPinCount=54
export IMPL_power_density_nw_per_um2=660
export IMPL_end_kind="output pin"
export IMPL_worstPathRequired_ns=1.76
export IMPL_netlist_area_sq_um=1930
export IMPL_r2r_end="register_a.reg_reg[7]$_DFFE_PP0P_"
export IMPL_n_antenna_cell=0
export IMPL_synth_main_ff_cell="dfrtp_1"
export IMPL_finalSetupViolCount=0
export IMPL_die_width_um=64.2
export IMPL_power_total_w=0.00177
export IMPL_final_max_slew_viol_count=0
export IMPL_pre_cts_slack_ns=-0.216
export IMPL_hpwl_mm=3.74
export IMPL_reg2reg_from="register_a.reg_reg[7]$_DFFE_PP0P_"
export IMPL_grt_overflow=0
export IMPL_untimed_endpoints=16
export IMPL_period_needed_ns=2.08
export IMPL_ys_area_sq_um=1930
export IMPL_clock_latency_ns=0.28
export IMPL_rows=22
export IMPL_initCoreUtil_pct=52.4
export IMPL_wire_per_inst_um=16.6
export IMPL_rrSetupSlack_ns=0.75
export IMPL_r2r_cells=3
export IMPL_ys_async_sr_fraction_pct=80.0
export IMPL_drt_pass1_iterations=7
export IMPL_startpoint_type="flop"
export IMPL_hold_viol=0
export IMPL_ys_types=26
export IMPL_max_cap_violations=0
export IMPL_syn_area_per_cell_sq_um=9.66
export IMPL_core_sq_um=3690
export IMPL_synthTopCellsByCount="28 x o21ai_0, 28 x o22ai_1, 25 x inv_1, 22 x dfrtp_1, 18 x mux2_2"
export IMPL_area_delta_synth_final_pct=38.7
export IMPL_grt_pass1_vias=1780
export IMPL_drc=0
export IMPL_cts_tree="done"
export IMPL_p_leak_nw=1.16
export IMPL_grt_pass1_wl_mm=8.53
export IMPL_die_area_sq_um=4120
export IMPL_drt_iter0_drc=102
export IMPL_ant_nets=0
export IMPL_fill_cells=252
export IMPL_top_logic_kind="AND-OR/OR-AND gates"
export IMPL_setup_slack_ns=0.124
export IMPL_comb_area_sq_um=848
export IMPL_simple_gate_share_pct=5.38
export IMPL_hp_start="register_c.reg_reg[4]$_DFFE_PP1P_"
export IMPL_hp_class="flop to flop"
export IMPL_aoi_share_pct=26.6
export IMPL_skew_ns=0.00449
export IMPL_whs_path_depth=2
export IMPL_yosysCellCount=200
export IMPL_via_count=1821
export IMPL_syn_inst=200
export IMPL_yosysTopAreaCell="dfrtp_1"
export IMPL_fin_crit_sh_pct=94.3
export IMPL_regArea_sq_um=933
export IMPL_final_layout_size_suffix_gt1_share_pct=20.8
==> area by class of cell <==
class / instances / area share [%]
multi-input combinational: 123 / 31.7
clock buffer: 8 / 3.73
inverter: 25 / 3.50
sequential: 40 / 34.8
timing repair buffer: 69 / 24.0
tap: 48 / 2.24
==> through the flow <==
step / utilization [%] / std cells / setup TNS [ns]
6_report: 72.7 / 313 / 0
5_1_grt: 72.7 / 313 / 0
4_1_cts: 72.7 / 313 / 0
3_5_place_dp: 70.0 / 305 / -1.56
3_3_place_gp: 70.0 / 305 / -1.43
2_1_floorplan: - / 200 / 0
==> where the power goes <==
part	internal (W)	total [W]	leakage, nW	switching (W)
logic	0.000290	0.000491	0.675	0.000201
clock network	0.000285	0.000493	0.0515	0.000208
registers	0.000714	0.000784	0.432	0.0000698
total	0.00129	0.00177	1.16	0.000479
==> cell usage in the layout (no fill, tap or decap), types with 2 or more instances in the layout <==
master / n
a22o_1: 8
a22oi_1: 6
buf_4: 16
clkbuf_8: 7
clkdlybuf4s50_1: 51
dfrtp_1: 22
dfstp_2: 10
dlxtn_1: 8
inv_1: 25
mux2_2: 18
nand2_1: 9
nand2b_1: 2
nor2_1: 7
o21ai_0: 27
o22ai_1: 28
o31ai_1: 7
==> worst max-delay path by stage <==
stage | from | to | slack, ns | cells after the start
5_1_grt | register_b.reg_reg[0]$_DFFE_PP1P_ | alu_B_out[0] | 0.06 | 4
6_report | register_b.reg_reg[4]$_DFFE_PP1P_ | alu_B_out[4] | 0.12 | 4
4_1_cts | alu_b_sel[1] | alu_B_out[2] | 0.05 | 5
==> worst max-delay path, stage by stage, from the launching register on <==
cell and delay (ns):
dfstp_2 0.55, inv_1 0.05, o21ai_0 0.16, a22o_1 0.14, clkdlybuf4s50_1 0.45
==> kinds of logic (layout without fill, tap and decap cells) <==
kind of cell	count (synthesis)	in the layout
compound gates	80	80
buf+inv	37	102
flops	32	32
simple gates	23	23
mux	20	20
latches	8	8
==> layer usage <==
| metal | share of wire, % | up-vias | routed length (um) | global-route usage, % |
|---|---|---|---|---|
| met5 | 0 | - | 0 | 0 |
| met1 | 43 | 867 | 2260 | 40.5 |
| met4 | 1.4 | 0 | 72 | 5.56 |
| met3 | 8.3 | 7 | 435 | 8.70 |
| met2 | 47 | 92 | 2440 | 45.2 |
| li1 | - | 855 | - | - |
==> repair_timing <==
item / CTS / global route
hold buffers: 0 / 0
pin swaps: 2 / 0
setup buffers: 0 / 0
setup endpoints to repair: 8 / 6
gates resized: 2 / 4
Power and IR drop assume default switching activity.
