<file path="flow/design.v">
module bus(
  input wire memory_enable, memory_load,
  input wire opcode_reg_load,
  input wire register_bank_enable, register_bank_load,
  input wire [7:0] memory_out,
  input wire [7:0] register_bank_out,
  output wire [7:0] memory_in,
  output wire [7:0] opcode_reg_in,
  output wire [7:0] register_bank_in
);
  wire [7:0] bus_driver;
  assign bus_driver = memory_enable ? memory_out : 
                      register_bank_enable ? register_bank_out :
                      8'b0;
  wire [7:0] bus = bus_driver;
  assign memory_in = memory_load ? bus : 8'b0;
  assign opcode_reg_in = opcode_reg_load ? bus : 8'b0;
  assign register_bank_in = register_bank_load ? bus : 8'b0;
endmodule
</file>
<file path="flow/run.sh">
#!/bin/bash
# OpenROAD 26Q1-2900-gdf79404cd8, Yosys 0.63+post, stock flow scripts
make -C /OpenROAD-flow-scripts/flow DESIGN_CONFIG=/design/flow/config.mk WORK_HOME=/design/flow/orfs finish
</file>
<file path="flow/config.mk">
export PLATFORM = sky130hd
export DESIGN_NAME = bus
export DESIGN_NICKNAME = bus
export VERILOG_FILES = /design/flow/design.v
export SDC_FILE = /design/flow/constraint.sdc
export NUM_CORES = 4
export LEC_CHECK = 1
export CORE_AREA = 10 10 70 70
export DIE_AREA = 0 0 80 80
</file>
<file path="flow/constraint.sdc">
current_design bus

set clk_period 1.0
set clk_io_pct 0.2

create_clock -name clk0 -period $clk_period

set non_clock_inputs [all_inputs -no_clocks]
set_input_delay [expr $clk_period * $clk_io_pct] -clock clk0 $non_clock_inputs
set_output_delay [expr $clk_period * $clk_io_pct] -clock clk0 [all_outputs]
</file>
==> qor.yml <==
area_growth_pct: 172.8
fin_ws_ns: -0.2298
num-clock-buffers: 0
drt_iter0_drc: 7
yosysMostFrequentCell: "a21boi_0"
power_frac_clock_pct: 0
rsz0062_at_grt: "yes"
cts.hold.buffers_added: 0
place_inst: 134
dp_hpwl_um: 1516
fin_crit_ns: 1.230
finalMaxSlewViolations: 0
grt_usage_pct: 5.311
drt-pass1-iter-count: 2
drive_above_1_share_pct: 66.67
yosysWarningCount: 0
top_area_share_pct: 42.52
critPathRequiredTime_ns: 0.80
ant_nets: 0
worstPathCellList: "buf_6, buf_6, nand3b_1, buf_4, buf_6, a21boi_2, buf_2"
die_w_um: 80
cap_violations: 0
arrival_ns: 1.03
synth_cells: 42
seq_cells: 0
relSlewSlack_pct: 88.89
avgRoutedWirePerCell_um: 12.75
num_rows: 21
gp_congestion: 0.7061
comb_power_share_pct: 100.0
irDropWorstVdd_mv: 0.08320
violations: "setup timing"
core_mm2: 0.003416
setup_tns_ns: -2.256
p_leak_nw: 0.4385
syn_area_per_cell_um2: 7.567
power.net_switching_mw: 0.1075
crit_path_end_kind: "primary output"
ys_cells: 42
antenna_found_initial: 0
worst_hold_slack_ns: 0.8679
final-seq-area_um2: 0
die_height_um: 80
yosys-top-cells-area: "a21boi_0 43%, nand3b_1 14%, nand3b_4 13%, a21boi_1 12%, nand2_1 9.4%"
hp-class: "in -> out"
warning_count: 34
status: "finished with violations"
netlist_area_um2: 317.8
num_vias: 544
vias_per_cell: 3.752
seqPwrFrac_pct: 0
top_area_cell: "a21boi_0"
grt_pass1_vias: 586
yosys.stat.chipArea_um2: 317.8
grt_pass1_wl_um: 2891
dpl-instance-area_um2: 842.1
io_buffers: 45
ys_seq_share_pct: 0
internal_power_mw: 0.1776
routed_wl_um: 1849
tightest_slew_ns: 0.1667
grt_max_degree: 9
synth_cell_types: 8
n_antenna_cell: 0
n_fill_cell: 371
critPathLaunchType: "input pin"
design.portCount: 45
grt.overflow.total: 0
path_class: "in -> out"
sw_frac_of_total_pct: 37.70
fin_crit_sh_pct: 123.0
stdcell_count: 145
finalSetupViolCount: 22
crit_path_top_delay_cell: "nand3b_1"
common_cells: "18 x a21boi_0, 8 x nand2_1, 6 x nand3b_1"
post-route-cell-area_um2: 867.1
crit_fanout: 6
dieArea_mm2: 0.006400
finalPower_mw: 0.2851
power.density_mw_per_mm2: 328.8
slowest_delay_ns: 0.17
crit_top_cell: "buf_6"
drc: 0
floorplan.core_util_pct: 9.304
hold_violations: 0
clock.fmax_mhz: 813.1
[power by group through the flow]
stage     combinational (mW)  clock [mW]  sequential [mW]
5_1_grt                0.313           0                0
4_1_cts                0.279           0                0
6_report               0.285           0                0
[layout by cell type, fill, tap and decap left out, types with 2 or more instances in the layout]
cell             instances
dlygate4sd2_1           16
buf_2                   25
nand3b_4                 2
clkdlybuf4s15_2          3
buf_4                   10
nand3b_1                 6
buf_6                    4
a21boi_2                14
a21boi_1                10
nand2_2                  6
[path summary, 6_finish.rpt]
check	start	to	slack, ns	depth (start not counted)
worst max-delay path	memory_enable	memory_in[2]	-0.23	7
worst min-delay path	memory_enable	memory_in[1]	0.87	5
[routing by layer]
metal / up-vias / wire, um / GRT usage, %
li1: 272 / - / -
met2: 25 / 859 / 8.587
met4: 0 / 0 / 0
met1: 247 / 780 / 6.856
met5: - / 0 / 0
met3: 0 / 209 / 2.159
[critical path: cells and delay by family]
family / cells / cell delay (ns)
AND-OR/OR-AND: 1 / 0.09
buffers and inverters: 5 / 0.56
AND/OR/NAND/NOR: 1 / 0.17
[stage by stage]
step | utilization, % | setup WS [ns]
after floorplan | - | 0.2307
after global placement | 24.65 | -0.8648
after detailed placement | 24.65 | -0.9000
after CTS | 24.65 | -0.2289
after global routing | 25.38 | -0.2737
final | 25.38 | -0.2298
[timing repair]
| action | in CTS | in global routing |
|---|---|---|
| buffers inserted | 11 | 0 |
| pin swaps | 37 | 0 |
| resized | 141 | 7 |
| endpoints found under the setup margin | 24 | 24 |
[cell type report]
| class | count | area, um2 | area share [%] |
|---|---|---|---|
| repair buffers | 59 | 439.2 | 50.65 |
| well taps | 46 | 57.56 | 6.638 |
| multi-input cells | 40 | 370.4 | 42.71 |
[cells by family after synthesis]
| group | synth area share (%) |
|---|---|
| compound gates | 57.88 |
| simple gates | 36.22 |
| buf+inv | 5.906 |
